[flow/design.v]
`timescale 1ns / 1ps
module UART_tx(
    input clk,
    input ticks,
    input rst,
    input [7:0] Tx_Data,
    input Tx_en,
    output reg Tx=1,
    output reg Tx_done=0
    );
    parameter IDLE = 2'b00, START = 2'b01, DATA=2'b10, STOP = 2'b11;
    parameter rate = 16;
    parameter NBITS = 8;
    reg [1:0] present_state;
    reg [5:0] counter;
    reg [3:0] bits_count;
    reg [7:0] temp_data;
    always @(posedge ticks)
    begin
        case(present_state)
        IDLE: begin
                if(rst) begin
                    present_state<=IDLE;
                    counter<=1;
                    bits_count<=1;
                    temp_data<=0;
                    Tx_done<=0;
                end
                else if(Tx_en) begin
                    present_state<=START;
                    counter<=1;
                    temp_data<=Tx_Data;
                end    
                else
                    present_state<=present_state;
                Tx<=1;
             end
        START: begin
                if(counter==rate) begin
                    present_state<=DATA;
                    counter<=1;
                end
                else begin
                    counter<=counter+1;
                    present_state<=START;
                end  
                Tx<=0;  
            end    
        DATA:   begin
                if(bits_count>NBITS) begin
                    bits_count<=1;
                    counter<=1;
                    present_state<=STOP;
                    end
                else begin
                    if(counter==rate) begin
                         counter<=1;
                         bits_count<=bits_count+1;
                         temp_data<= (temp_data>>1);
                         end
                    else    begin
                         counter<=counter+1;
                     end
                    present_state<=DATA;
							Tx<=temp_data[0];
                end   
            end    
        STOP: begin
                if(counter==rate) begin
                    present_state<=IDLE;
                    counter<=1;
                    Tx_done<=0;
                end    
                else begin
                    counter<=counter+1;
                    present_state<=STOP;
                    Tx_done<=1;
                end    
                Tx<=1;
            end    
        default: begin
                    present_state<=IDLE;
                    counter<=1;
                    bits_count<=1;
                end  
        endcase 
    end        
endmodule
[flow/run.sh]
#!/bin/bash
# OpenROAD 26Q1-2900-gdf79404cd8, Yosys 0.63+post, stock flow scripts
make -C /OpenROAD-flow-scripts/flow DESIGN_CONFIG=/design/flow/config.mk WORK_HOME=/design/flow/orfs finish
[flow/config.mk]
export PLATFORM = sky130hd
export DESIGN_NAME = UART_tx
export DESIGN_NICKNAME = UART_tx
export VERILOG_FILES = /design/flow/design.v
export SDC_FILE = /design/flow/constraint.sdc
export NUM_CORES = 4
export LEC_CHECK = 1
export CORE_AREA = 10 10 88 88
export DIE_AREA = 0 0 98 98
[flow/constraint.sdc]
current_design UART_tx

set clk_period 3.3
set clk_io_pct 0.2

create_clock -name clk0 -period $clk_period [get_ports {ticks}]

set non_clock_inputs [all_inputs -no_clocks]
set_input_delay [expr $clk_period * $clk_io_pct] -clock clk0 $non_clock_inputs
set_output_delay [expr $clk_period * $clk_io_pct] -clock clk0 [all_outputs]
==> flow_summary.ini <==
; flow metrics
[global_route]
maximum_number_of_pins_on_one_net_before_global_route_repair = 21
first_global_vias = 788
grt-ovfl-total = 0
grtUsageTotal_pct = 4.56
grt_pass1_wl_um = 3800
initial_antenna_violation_count = 0

[sta]
post-route-period-util_pct = 64.4
worst_slack_ns = 1.17
rsz0062_at_grt = no
relSlewSlack_pct = 56.1
skew_ns = 0.00208
finalSetupViolations = 0
final-max-slew-violation-count = 0
worstMarginPinSlew_ns = 0.659
final_critical_period_ns = 2.13
clock.fmax_mhz = 471
finalHoldViolCount = 0
setup-tns-final_ns = 0

[pwr]
vdd_ir_drop_max_v = 0.000321
design_power_total_w = 0.00109
sequentialPowerShare_pct = 49.1
netSwitchingFraction_pct = 34.2
leakage_nw = 0.534
power_per_cell_area_nw_per_um2 = 738
power.switching_w = 0.000374
power.combinational.fraction_pct = 35.7
power.clock.fraction_pct = 15.2
cellInternalPower_w = 0.000718

[die]
core_area_sq_um = 5920
num_io_pins = 14
floorplan.initialDensity_pct = 20.8
die.size.x_um = 98
num_rows = 28
dieHeight_um = 98
design.die.area_sq_um = 9600

[run_status]
outcome = completed

[placement]
detailed_place_hpwl_um = 1600
gpl.final_weighted_congestion = 0.812
port_buffers = 12
dp_worst_setup_slack_ns = 1.00
placed_area_sq_um = 1430
place.detailed.instances = 187

[run]
drv.max_cap_violation_count = 0
warning_count = 32

[drt]
detail-route-antenna-nets = 0
num_antenna_cells = 0
routed_wire_per_std_cell_um = 11.4
via_count = 835
drt-initial-drc-count = 79
avgViaCountPerCell = 4.37
drc_errors = 0
wl_um = 2180
firstDrtPassIters = 4

[layout]
final_cell_area_sq_um = 1480
layoutNonFillerInstCount = 191
area.growth.synth_to_final_pct = 20.3
layout-drive-gt1-share_pct = 5.17

[clock_tree]
cts_tree = done
clk_ins_delay_skew_pair_ns = 0.26
cts_sinks = 22
post_cts.repair.setup_buffers = 0
cts-buffers-inserted = 3
root_buffer = sky130_fd_sc_hd__clkbuf_8
clockBufferDepth = 2
post_cts_resized = 0
htree_num_levels = 1
path_clk_slew_ns = 0.08
count_of_hold_fix_buffers_inserted_at_cts = 0

[synthesis]
ff_type = sky130_fd_sc_hd__edfxtp_1
enable_flop_cells = 22
synth_largest_type_area_fraction_pct = 53.8
yosysSeqAreaShare_pct = 53.8
yosysChipArea_sq_um = 1230
yosys-stat-cells = 102
syn-mean-instance-area_sq_um = 12.0
ys_seq_elements = 22
yosysWarnings = 1
asyncSetResetFlopFracSynth_pct = 0
number_of_distinct_library_cells_after_synthesis = 30
largest_area_contributor_in_the_synthesized_netlist = sky130_fd_sc_hd__edfxtp_1
instance_tally_after_logic_synthesis = 102
synth.top_cells.by_area = sky130_fd_sc_hd__edfxtp_1, sky130_fd_sc_hd__ha_1, sky130_fd_sc_hd__a22o_1
post_synth_instance_area_sq_um = 1230

[worst_setup_path]
startpoint = present_state[0]
cp.required_ns = 3.23
cp_data_arrival_time_ns = 2.06
endpoint_kind = flip-flop
reg2reg_slack_ns = 1.17
ff2ff_path_depth = 4
cp_max_fo = 20
worstSetupStartpointType = flip-flop
r2r-end = temp_data[7]
endpoint = temp_data[7]
r2r-start = present_state[0]
setup.worst_path.class = reg2reg

[min_path]
holdPathStages = 2
hold_path.class = reg2reg
registers in the layout (all words and copies together) (netlist names):
name / flops
temp_data: 8
counter: 6
bits_count: 4
present_state: 2
Tx: 1
Tx_done: 1
cells in the mapped netlist, types with 3 or more instances:
master,number
sky130_fd_sc_hd__a22o_1,6
sky130_fd_sc_hd__edfxtp_1,22
sky130_fd_sc_hd__inv_1,9
sky130_fd_sc_hd__or3_1,3
sky130_fd_sc_hd__nor2_1,6
sky130_fd_sc_hd__nand2_1,4
sky130_fd_sc_hd__a211oi_1,5
sky130_fd_sc_hd__a21oi_1,4
sky130_fd_sc_hd__ha_1,9
sky130_fd_sc_hd__nand3_1,4
sky130_fd_sc_hd__and2_1,4
cell type report:
class                   count  area [sq um]
repair buffers             12           120
multi-input cells          69           524
well taps                  75          93.8
clock buffers               3          41.3
flip-flops and latches     22           661
inverters                   9          33.8
fillers                   603          4440
clock inverters             1          3.75
kinds of logic after synthesis:
family / Yosys count / synth area share (%)
fa+ha+maj: 9 / 9.17
flops: 22 / 53.8
xor+xnor: 4 / 2.85
simple gates: 29 / 14.2
compound gates: 27 / 16.5
buf+inv: 11 / 3.56
worst min path at each step:
stage       startpoint           end  slack (ns)
5_1_grt   temp_data[1]  temp_data[0]        0.58
6_report  temp_data[7]  temp_data[6]        0.53
4_1_cts   temp_data[7]  temp_data[6]        0.54
critical path, stage by stage, from the launching register on:
cell	delay (ns)
sky130_fd_sc_hd__edfxtp_1	0.45
sky130_fd_sc_hd__inv_1	0.11
sky130_fd_sc_hd__ha_1	0.58
sky130_fd_sc_hd__nor3b_1	0.27
sky130_fd_sc_hd__o211a_1	0.38
power groups by stage:
| stage | Clock, W | Combinational [W] | Sequential (W) |
|---|---|---|---|
| after CTS | 0.000173 | 0.000392 | 0.000537 |
| after global routing | 0.000182 | 0.000438 | 0.000554 |
| final | 0.000165 | 0.000390 | 0.000536 |
cell usage in the layout, fill, tap and decap left out, types with 3 or more instances in the layout:
| master | n |
|---|---|
| sky130_fd_sc_hd__and2_1 | 4 |
| sky130_fd_sc_hd__clkbuf_8 | 3 |
| sky130_fd_sc_hd__or3_1 | 3 |
| sky130_fd_sc_hd__clkdlybuf4s50_1 | 12 |
| sky130_fd_sc_hd__nor2_1 | 6 |
| sky130_fd_sc_hd__ha_1 | 9 |
| sky130_fd_sc_hd__inv_1 | 9 |
| sky130_fd_sc_hd__nand2_1 | 4 |
| sky130_fd_sc_hd__a21oi_1 | 4 |
| sky130_fd_sc_hd__nand3_1 | 4 |
| sky130_fd_sc_hd__a211oi_1 | 5 |
| sky130_fd_sc_hd__a22o_1 | 6 |
| sky130_fd_sc_hd__edfxtp_1 | 22 |
routing by layer:
| layer | track usage, % | part of all wire, % | vias to the layer above |
|---|---|---|---|
| li1 | - | - | 413 |
| met1 | 6.59 | 48 | 399 |
| met2 | 6.70 | 45 | 21 |
| met3 | 1.71 | 7.0 | 2 |
| met4 | 0.224 | 0.32 | 0 |
| met5 | 0 | 0 | - |
stage by stage:
step                hold WS [ns]  util [%]
floorplan                  0.500         -
global placement           0.514      24.2
detailed placement         0.519      24.2
CTS                        0.539      25.0
global route               0.577      25.0
finish                     0.534      25.0
No activity file was given, so power comes from the tool's default toggle rates.
