## flow/run.sh

```bash
#!/bin/bash
# OpenROAD 26Q1-2900-gdf79404cd8, Yosys 0.63+post, stock flow scripts
make -C /OpenROAD-flow-scripts/flow DESIGN_CONFIG=/design/flow/config.mk WORK_HOME=/design/flow/orfs finish
```

## flow/config.mk

```make
export PLATFORM = sky130hd
export DESIGN_NAME = Baud_rate_generator
export DESIGN_NICKNAME = Baud_rate_generator
export VERILOG_FILES = /design/flow/design.v
export SDC_FILE = /design/flow/constraint.sdc
export NUM_CORES = 4
export LEC_CHECK = 1
export CORE_UTILIZATION = 40
```

## flow/constraint.sdc

```tcl
current_design Baud_rate_generator

set clk_period 150.1
set clk_io_pct 0.2

create_clock -name clk0 -period $clk_period [get_ports {clk}]

set non_clock_inputs [all_inputs -no_clocks]
set_input_delay [expr $clk_period * $clk_io_pct] -clock clk0 $non_clock_inputs
set_output_delay [expr $clk_period * $clk_io_pct] -clock clk0 [all_outputs]
```

## flow/design.v

```verilog
`timescale 1ns / 1ps
module Baud_rate_generator(
    input clk,                            
    input [21:0] baud_rate,              
    input [4:0] divisions,               
    output reg en_baud=0 );              
    reg [9:0] counter=1;
    wire [21:0] cycles = 66_000_000/(baud_rate*divisions);
    always @(posedge clk)
    begin
        if(counter==cycles) begin
            en_baud<=1;
            counter<=1;
        end
        else begin
            counter<=counter+1;
            en_baud<=0;
        end
    end 
endmodule
```

==> out/metrics.cfg <==
[outcome]
outcome=finished clean

[logic_synthesis]
edf_count=0
yosys_area_mm2=0.0346
synth_top_area_share_pct=18.8
area_leaders=ha_1, a21oi_1, xnor2_1, nor2_1, nand2_1
syn_area_per_cell_um2=6.84
yosys_cells=5058
async_flop_share_pct=0
ys.flops=11
ys_seq_share_pct=0.636
netlist_instances=5058
synth_area_mm2=0.0346
synthTopCellsByCount=ha_1, nor2_1, nand2_1
yosysUniqueCellTypes=104
top_area_cell=ha_1
synthFlopType=dfxtp_1
ys_warn_count=1

[clock_network]
cts_tree=yes
clk_latency_ns=0.23
numClockSinks=11
clockRootBuffer=clkbuf_16
cts_hold_buf=0
cts_buffer_depth=2
clk_pin_slew_worst_paths_ns=0.04
cts_resized=0
postCtsSetupBuffers=0
ctsHtreeMaxLevel=1
cts_made_buffers=3

[routing]
dr.pass1.iters=6
via_count=38300
drt_iter0_drc=3292
post-route-drc-count=0
wl_per_cell_um=22.2
ant_nets=0
viasPerCell=6.20
wirelength_mm=137

[min_path]
hold_start=counter[0]
hold_path.class=register to register

[floorplan]
rows=107
fp.dieH_um=296
fp_util_pct=40.5
die_w_um=296
ios=29
chipArea_mm2=0.0877
core_area_mm2=0.0854

[setup_path]
reg2reg_slack_ns=146.59
path_class=input port to register
cp.required_ns=150.19
critPathCapture=counter[6]
setup.worst_path.start=divisions[4]
cp_max_fo=49
critPathMaxStageDelay_ns=1.04
worst_path_max_delay_cell=nor4_1
startpoint_type=input port
rr_startpoint=counter[6]
end_kind=register
worst_r2r_path_depth=8
cp.arrival_ns=120.03
crit_top_cell=ha_1
r2r-end=counter[6]

[timing]
finalHoldViolations=0
skew_ns=0.00157
timing.final.max_slew_violations=0
rsz0062_at_grt=no
worst_pin_slew_ns=1.25
setup_viol=0
slew-limit-headroom_pct=15.8
tns_ns=0
max_freq_mhz=8.34
timing.final.crit_share_pct=79.9
fin_crit_ns=119.94
setup_slack_ns=30.16

[flow_run]
tool_warnings=29
maxCapViolations=0

[finish]
fillers=9010
drive_gt1_share_pct=6.57
area_growth_pct=5.87

[global_routing]
antenna_found_initial=4
grt.overflow.total=0
grt_use_total_pct=31.2
grt_pass1_vias=35200
grt_pass1_wl_mm=208
grt_max_degree=50

[place]
pre_cts_slack_ns=31.75
portBuffers=28
place_congestion=1.03
dp.final_hpwl_mm=108

==> kinds of logic (layout without fill, tap and decap cells) <==
group | after synthesis | count (layout) | share of synthesized area, %
and+or+nand+nor | 1849 | 1849 | 25.9
AOI/OAI and AO/OA | 1689 | 1689 | 32.2
adders and majority gates | 580 | 580 | 22.3
buffers and inverters | 394 | 360 | 4.40
xor gates and xnor gates | 385 | 385 | 9.79
muxes | 149 | 149 | 4.73
DFF | 11 | 11 | 0.636
other | 1 | 3 | 0.0108
==> worst max-delay path, delay by kind of cell <==
kind                     cells  cell delay (ns)
AND-OR/OR-AND              163            40.05
adder cells (fa/ha/maj)     34            11.49
AND/OR/NAND/NOR            117            30.24
multiplexers                 5             2.08
buffers and inverters       24             5.93
==> cell usage in the layout, fill, tap and decap left out, types with 132 or more instances in the layout <==
cell type and n:
xnor2_1 254, inv_1 225, nor2_1 517, a21o_1 186, nand3_1 132, nor3_1 134
a21oi_1 456, nand2_1 481, ha_1 520, o21ai_0 253
==> metal layers <==
metal / vias to the layer above / global-route usage [%] / part of all wire [%]
li1: 18700 / - / -
met1: 17800 / 45.5 / 46
met2: 1518 / 47.4 / 42
met3: 258 / 4.03 / 8.0
met4: 4 / 10.3 / 3.8
met5: - / 0 / 0.018
==> worst min-delay path by stage <==
stage,end,slack [ns],cells after the start
finish,counter[0],0.46,1
global route,counter[0],0.50,1
CTS,counter[0],0.46,1
==> final cells by class <==
type	count	area, um2	share of cell area, %
clock buffers	4	78.8	0.215
inverters	227	852	2.33
multi-input cells	4653	33000	90.1
repair buffers	129	1030	2.81
flip-flops and latches	11	220	0.601
diodes	2	5.00	0.0137
well taps	1144	1430	3.91
==> per-stage QoR <==
step	hold WS (ns)	utilization, %	instance area (um2)	instances
global route	0.497	42.9	36600	6168
detailed placement	0.450	42.8	36600	6164
floorplan	0.415	-	34600	5058
global placement	0.451	42.8	36600	6164
CTS	0.462	42.9	36600	6168
finish	0.459	42.9	36600	6170
==> sequential cells by signal, indices dropped and copies added, names as in the netlist <==
signal	flops
counter	10
en_baud	1
